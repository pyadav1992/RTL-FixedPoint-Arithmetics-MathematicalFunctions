===== flow/constraint.sdc =====
current_design LeakyIntegrator2

set clk_period 45.4
set clk_io_pct 0.2

create_clock -name clk0 -period $clk_period [get_ports {Clk}]

set non_clock_inputs [all_inputs -no_clocks]
set_input_delay [expr $clk_period * $clk_io_pct] -clock clk0 $non_clock_inputs
set_output_delay [expr $clk_period * $clk_io_pct] -clock clk0 [all_outputs]

===== flow/design.v =====
`timescale 1ns / 1ps
module DFF 
#(parameter BW = 9)
  (
    input signed [BW-1:0]d,
    input CLK,RESET,
    output reg signed [BW-1:0] q
  );
always @(posedge CLK ) begin
  if (!RESET)
    q <= 0;
  else
    q <= d;
end
endmodule
`timescale 1ns / 1ns
module FixedPoint_Adder #(parameter WI1 = 3,   
              WF1 = 4,                         
              WI2 = 4,                         
              WF2 = 3,                         
              WIO = (WI1>WI2)? WI1+1:WI2+1,    
              WFO = (WF1>WF2)? WF1:WF2)        
                 (input signed [WI1+WF1-1:0] in1,
                  input signed [WI2+WF2-1:0] in2,
                  output reg overFlow,
                  output  reg signed [WIO+WFO-1:0] FixedPoint_Add_Out);
parameter int_len = (WI1>WI2)? WI1:WI2;  
parameter frc_len = (WF1>WF2)? WF1:WF2;  
reg [int_len+frc_len-1:0] reg_in1;       
reg [int_len+frc_len-1:0] reg_in2;       
reg [int_len+frc_len-1:frc_len] int_in1;  
reg [int_len+frc_len-1:frc_len] int_in2;  
reg [frc_len-1:0] frc_in1;                
reg [frc_len-1:0] frc_in2;                
wire [int_len+frc_len:0] tmp;  
reg sign_bit;
reg [WIO-1:0] int_out;  
reg [WFO-1:0] frc_out;  
  always @* begin
    if (WI1 < WI2) begin
      int_in1 = {{(WI2-WI1){in1[WI1+WF1-1]}}, in1[WI1+WF1-1:WF1]};
      int_in2 = in2[WI2+WF2-1:WF2];
    end
    else if (WI1 == WI2) begin
        int_in1 = in1[WI1+WF1-1:WF1];
        int_in2 = in2[WI2+WF2-1:WF2];
    end
    else begin
      int_in2 = {{(WI1-WI2){in2[WI2+WF2-1]}}, in2[WI2+WF2-1:WF2]};
      int_in1 = in1[WI1+WF1-1:WF1];
    end
  end
  always @* begin
    if (WF1 < WF2) begin
      frc_in1 = { in1[WF1-1:0], {(WF2-WF1){1'b0}}};
      frc_in2 = in2[WF2-1:0];
    end
     else if (WF1 == WF2) begin
         frc_in1 = in1[WF1-1:0];
         frc_in2 = in2[WF2-1:0];
     end
    else begin
      frc_in2 = {in2[WF2-1:0], {(WF1-WF2){1'b0}}};
      frc_in1 = in1[WF1-1:0];
    end
  end
  always @* begin
    reg_in1 = {int_in1 , frc_in1};
    reg_in2 = {int_in2 , frc_in2};
  end
  assign tmp = reg_in1 + reg_in2;
always @* begin
    if (WFO > frc_len) begin
      frc_out = {tmp[frc_len-1:0], {(WFO-frc_len){1'b0}}};
    end
    else if (WFO == frc_len) begin
         frc_out = tmp[frc_len-1:0];
    end
    else begin  
      frc_out = tmp[frc_len-1:frc_len-WFO];
    end
  end
  always @* begin
    if ((in1[WI1+WF1-1] == in2[WI2+WF2-1])) begin
        sign_bit = tmp[int_len+frc_len];
    end
    else begin
        sign_bit = tmp[int_len+frc_len-1];
    end
  end
  always @* begin 
    if (WIO >= int_len) begin
      if ((in1[WI1+WF1-1] == in2[WI2+WF2-1])) begin
        int_out = {{(WIO-int_len){sign_bit}} , tmp[int_len+frc_len-1:frc_len] }; 
          if (int_out[WIO-1] == in1[WI1+WF1-1]) begin 
            overFlow = 1'b0;
          end
          else begin
            overFlow = 1'b1;
          end
      end
      else begin
        int_out = {{(WIO-int_len){sign_bit}} , tmp[int_len+frc_len-1:frc_len] };
        overFlow = 1'b0;
      end
    end
    else begin  
      if (WIO == 1) begin
        int_out = {sign_bit};  
      end
      else begin
        int_out = {sign_bit , tmp[(WIO >= 2)? (WIO+frc_len-2) : frc_len:frc_len]};
      end
    end
  end
  always @* begin
    if(WIO < int_len) begin
        if ( tmp[((int_len+frc_len-2)>= (WIO+frc_len-1)) ? (int_len+frc_len-2) : (WIO+frc_len-1): WIO+frc_len-1] == ({((WIO < int_len)? ((int_len+frc_len-1)-(WIO+frc_len-1)) : 1){tmp[int_len+frc_len-1]}})) begin
            overFlow = 1'b0;
        end
        else begin
            overFlow = 1'b1;
        end
    end
  end
  always @* begin
      FixedPoint_Add_Out <= {int_out,frc_out};
    end
endmodule
`timescale 1ns / 1ns
module LeakyIntegrator2
    #(parameter WI = 12,
                WF = 12)
    (
    input signed [(WI+WF-1):0] InLeaky,
    input Clk,
    input LIdvi,
    output reg LIdvo,
    output reg signed [(WI+WF-1):0] OutSmooth
    );
parameter alpha = 40'b0000000011100110011001100110011001100111;     
parameter alphaCap = 40'b0000000000011001100110011001100110011001;   
wire signed [(WI+WF-1):0] tempAlpha;
wire signed [(WI+WF-1):0] delayIn;
wire signed [(WI+WF-1):0] delayOut;
wire signed [(WI+WF-1):0] WireSmooth;
FixedPoint_Adder #(.WI1(WI),  
.WF1(WF),                     
.WI2(WI),                     
.WF2(WF),                     
.WIO(WI),                     
.WFO(WF))                     
      AccumAdder
                  (.in1(InLeaky),
                   .in2(tempAlpha),
                   .overFlow(),
                   .FixedPoint_Add_Out(delayIn));
DFF #(.BW(WI+WF))
              Delay (.d(delayIn),                   
                     .CLK(Clk),
                     .RESET(LIdvi),
                     .q(delayOut));
fpMult1    # (.WI1(WI),      
              .WF1(WF),          
              .WI2(WI),          
              .WF2(WF),         
              .WIO(WI),        
              .WFO(WF)       
              )         
                      LIalphaMult1    (.RST(LIdvi),
                                       .in1(alpha),
                                       .in2(delayOut),
                                       .out(tempAlpha));  
fpMult1    # (.WI1(WI),      
              .WF1(WF),          
              .WI2(WI),          
              .WF2(WF),         
              .WIO(WI),        
              .WFO(WF)       
              )         
                      LIalphaMult2    ( .RST(LIdvi),
                                        .in1(delayIn),
                                        .in2(alphaCap),
                                        .out(WireSmooth)); 
always @(*) begin
    if(!LIdvi) begin
       OutSmooth <= 0; 
    end
    else begin
       OutSmooth <= WireSmooth;
       LIdvo <= 1;
    end
end
endmodule
`timescale 1ns / 1ps
module fpMult1
 # (parameter  WI1 = 4, 		 
               WF1 = 3, 		 
               WI2 = 2, 		 
               WF2 = 5,		   
               WIO = 1,		
               WFO = 15     		
         ) 		
	(input RST, 
   input signed [WI1+WF1-1 : 0] in1, 
   input signed [WI2+WF2-1 : 0] in2, 
   output reg signed [WIO+WFO-1 : 0] out);
parameter intL = WI1+WI2;				 
parameter frcL = WF1+WF2;				 
wire [intL+frcL-1 : 0] tmp;			 
reg [WIO-1 : 0] outI;					 
reg [WFO-1 : 0] outF;					 
assign tmp = in1 * in2;
always  @* begin
	if (WFO >= frcL)						 
			outF = {tmp[frcL-1:0] , {(WFO-frcL){1'b0}}};
	else										 
			outF = tmp[frcL-1 : frcL-WFO];
end
always @* begin
	if (WIO>=intL)								 
			outI = {{(WIO-intL){tmp[intL+frcL-1]}}, tmp[intL+frcL-1:frcL]};
	else	begin									 
		if (WIO==1)
			outI = tmp[intL+frcL-1];
		else
		   outI = {tmp[intL+frcL-1], tmp[(WIO>=2)? (WIO-2+frcL) : frcL:frcL]};							
	end
end
always @*  
	if (!RST) out <= 0;			 
	else 	 
		out <= {outI [WIO-1:0], outF [WFO-1:0]};
endmodule

===== flow/config.mk =====
export PLATFORM = sky130hd
export DESIGN_NAME = LeakyIntegrator2
export DESIGN_NICKNAME = LeakyIntegrator2
export VERILOG_FILES = /design/flow/design.v
export SDC_FILE = /design/flow/constraint.sdc
export NUM_CORES = 4
export LEC_CHECK = 1
export CORE_UTILIZATION = 50

===== flow/run.sh =====
#!/bin/bash
# OpenROAD 26Q1-2900-gdf79404cd8, Yosys 0.63+post, stock flow scripts
make -C /OpenROAD-flow-scripts/flow DESIGN_CONFIG=/design/flow/config.mk WORK_HOME=/design/flow/orfs finish

==> results_slide.txt <==
Flow Results at a Glance

STA
  – Final hold violation count: 0
  – Final Critical Period: 29.07 ns
  – Max Freq: about 34 MHz
  – RSZ-0062 raised after global routing: false
  – Final worst-path cycle share: 64.0%
  – Final setup violation count: 0
  – Final WS setup: 16.33 ns
  – Final slew viol count: 0
  – Slew headroom: 25.0%
  – Final setup TNS: 0 ns
  – Actual slew at the worst max-slew pin: 1.12 ns
  – Fin Clk Skew: slightly below 0.004 ns

Logic synthesis
  – Yosys Instances: 2089
  – Mapped Avg Cell Area: 9.46 um^2
  – Yosys stat area: 19800 um^2
  – Yosys cell types: 68
  – Post-synth seq share: roughly 2.4%
  – Post-synth EDFFs: 0
  – Ys flop type: dfxtp_1
  – YS warnings: 4
  – Mapped Area: 19800 um^2
  – Cell count after synthesis: 2089
  – Asr flop ratio synth: 0%
  – Flops after synth: 24

Placement
  – Final weighted congestion in routability-driven placement: 0.983
  – DP Worst Slack: between 15 and 20 ns
  – Buffers on Ports: 49
  – HPWL after DPL: 43.3 mm

Setup path
  – Startpoint type of the worst setup path: primary input
  – Arrival time worst endpoint: approximately 20 ns
  – Crit end category: primary output
  – Path type of the worst setup path: primary input to primary output
  – Slowest-stage cell, CP: buf_4
  – Worst path max stage delay: 0.55 ns
  – FF-to-FF setup slack: 36.10 ns
  – Crit path DRT: between 30 and 40 ns
  – Worst-path fanout max: 55

Die
  – Die area: 40300 um^2
  – Standard-cell rows: 72
  – I/O Pins: just over 50
  – Die height: about 200 um
  – Core area: 38800 um^2
  – Die width: 201 um
  – Initial Utilization: between 50% and 60%

Detailed routing
  – DRT Pass-1 Iters: 4
  – DRT iter0 DRCs: 391
  – Ant diodes: 0
  – Via density: around 5
  – Vias: 12985
  – Drc violations: 0
  – Post-Route WL: 46.1 mm
  – Drt wl/cell: 17.4 um
  – ANT nets after route: 0

GRT
  – Total GRT Usage: 26.4%
  – First-pass GRT wire length: between 70 and 80 mm
  – Total grt overflow: 0
  – Largest net degree at the start of global routing: 56
  – Vias in the first global route: roughly 14000
  – Initial antenna violation count: 0

CTS
  – TritonCTS Buffers: 3
  – Num Clock Sinks: 24
  – H-Tree Level Count: 1
  – Clk latency of the worst-skew pair: between 0.2 and 0.3 ns
  – CTS Buffer Depth: 2
  – CTS Hold Bufs: 0
  – CTS tree: built
  – Post-CTS Resized: 0
  – # Post-CTS Setup Buffers: 0
  – CTS root buf: clkbuf_16
  – Reg clk slew, reported paths: 0.06 ns

Layout
  – Max FFs per register: 24
  – Largest Register: Delay.q
  – Area Growth Syn to Fin: 6.15%
  – Share of cells above drive strength 1: 1.17%
  – Largest regs: Delay.q: 24 flops

Run
  – Number of logged tool warnings: roughly 58
  – Total of max-cap violations: 0

Min path
  – Worst hold path type: flip-flop to flip-flop

Outcome
  – Outcome: finished clean
## layout make-up
type | instances | area [um^2]
Tap cell | 518 | 648
Sequential cell | 24 | 480
Clock buffer | 4 | 88.8
Inverter | 717 | 2690
Fill cell | 3462 | 17800
Multi-Input combinational cell | 1336 | 16500
Timing Repair Buffer | 54 | 528
## worst paths after layout
kind	depth (start not counted)	startpoint	end
worst max-delay path	39	LIdvi	OutSmooth[23]
worst min-delay path	8	Delay.q[23]$_SDFF_PN0_	Delay.q[23]$_SDFF_PN0_
worst max register to register	33	Delay.q[11]$_SDFF_PN0_	Delay.q[23]$_SDFF_PN0_
worst min register to register	8	Delay.q[23]$_SDFF_PN0_	Delay.q[23]$_SDFF_PN0_
## routing by layer
| metal | share of wire (%) | global-route usage [%] | vias to the layer above |
|---|---|---|---|
| met1 | 42 | 37.6 | 6142 |
| li1 | - | - | 6474 |
| met2 | 48 | 41.8 | 312 |
| met3 | 7.6 | 8.45 | 57 |
| met4 | 2.6 | 5.10 | 0 |
| met5 | 0 | 0 | - |
## cells by family after synthesis
family / after synthesis / share of synthesized area (%)
flip-flops: 24 / 2.43
multiplexers: 6 / 0.310
buffers and inverters: 729 / 13.9
adder cells (fa/ha/maj): 832 / 67.8
other: 1 / 0.0190
XOR/XNOR: 62 / 2.84
AND-OR/OR-AND: 210 / 7.14
AND/OR/NAND/NOR: 225 / 5.60
## through the flow
step | instances | instance area (um^2) | hold slack, ns | utilization, %
global route | 2653 | 21000 | 1.95 | 54.0
detailed placement | 2649 | 20900 | 1.81 | 53.8
global placement | 2649 | 20900 | 1.78 | 53.8
CTS | 2653 | 21000 | 1.83 | 54.0
floorplan | 2089 | 19800 | 1.50 | -
finish | 2653 | 21000 | 1.82 | 54.0
## synth_stat cells (7+ instances only)
master / n / area (um^2)
o21ai_0: 27 / 135
clkbuf_1: 8 / 30.0
and2_1: 9 / 56.3
nand2_1: 34 / 128
and3_1: 13 / 81.3
nand3_1: 12 / 60.1
xor2_1: 26 / 228
a21oi_1: 59 / 295
o21a_1: 8 / 60.1
nand2b_1: 10 / 62.6
ha_1: 434 / 5430
a31oi_1: 7 / 43.8
fa_1: 398 / 7970
or2_2: 10 / 62.6
xnor2_1: 35 / 307
o21bai_1: 10 / 75.1
a211oi_1: 12 / 90.1
nor2_1: 81 / 304
nor3_1: 16 / 80.1
inv_1: 716 / 2690
nand4_1: 14 / 87.6
nor2b_1: 9 / 56.3
dfxtp_1: 24 / 480
a21o_1: 42 / 315
## worst max-delay path, delay by kind of cell
| family | cells | cell delay (ns) |
|---|---|---|
| multiplexers | 1 | 0.18 |
| XOR/XNOR | 1 | 0.48 |
| buffers and inverters | 11 | 2.28 |
| AND-OR/OR-AND | 13 | 2.82 |
| adder cells (fa/ha/maj) | 9 | 4.14 |
| AND/OR/NAND/NOR | 4 | 0.96 |
## cells in the final DEF, fill, tap and decap left out, types with 4 or more instances in the layout
master / synthesis / routed
nor3_1: 16 / 16
xor2_1: 26 / 26
and3_1: 13 / 13
nor3b_1: 5 / 5
a31oi_1: 7 / 7
a211oi_1: 12 / 12
inv_1: 716 / 716
or2_2: 10 / 10
clkdlybuf4s50_1: 0 / 49
buf_4: 1 / 5
a21o_1: 42 / 42
nor2_1: 81 / 81
xnor2_1: 35 / 35
dfxtp_1: 24 / 24
nand3_1: 12 / 12
o31ai_1: 4 / 4
nand2b_1: 10 / 10
fa_1: 398 / 398
nand2_1: 34 / 34
o21a_1: 8 / 8
a21oi_1: 59 / 59
mux2i_1: 5 / 5
nor2b_1: 9 / 9
o21ai_0: 27 / 27
and2_1: 9 / 9
ha_1: 434 / 434
nand4_1: 14 / 14
o21bai_1: 10 / 10
o211ai_1: 5 / 5
