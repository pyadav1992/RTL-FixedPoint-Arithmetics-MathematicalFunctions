==> ./design.v <==
`timescale 1ns / 1ps
module ceil
 #(parameter WI = 8,
             WF = 32)   
(
input signed [(WI+WF-1):0] A,
output reg signed [(WI+WF-1):0] ceilout,
output reg oflag
);
reg signed [(WI-1): 0] Int;
reg [(WF-1): 0] Frac;
reg signed [(WI-1): 0] one;
reg signed [(WI-1): 0] mod;
reg [(WI-1): 0] com;
always @(*) begin
  Int = A[(WI+WF-1): WF];
  Frac = A[(WF-1): 0];
  one = {{(WI-1){1'b0}},{1'b1}};
  com = {1,{(WI-1){1'b0}}};
end
always @(*) begin     
if (Frac > 0) begin  
  mod = Int + one;
  if (mod == com)begin
     oflag = 1'b1;
  end
  else begin
     oflag = 1'b0;
  end 
  end  
  else begin
     mod = Int;
     oflag = 1'b0;
  end
end
always @(*) begin
 ceilout = {mod,{(WF){1'b0}}}; 
end
endmodule
==> ./run.sh <==
#!/bin/bash
# OpenROAD 26Q1-2900-gdf79404cd8, Yosys 0.63+post, stock flow scripts
make -C /OpenROAD-flow-scripts/flow DESIGN_CONFIG=/design/flow/config.mk WORK_HOME=/design/flow/orfs finish
==> ./config.mk <==
export PLATFORM = sky130hd
export DESIGN_NAME = ceil
export DESIGN_NICKNAME = ceil
export VERILOG_FILES = /design/flow/design.v
export SDC_FILE = /design/flow/constraint.sdc
export NUM_CORES = 4
export LEC_CHECK = 1
export CORE_AREA = 10 10 70 70
export DIE_AREA = 0 0 80 80
==> ./constraint.sdc <==
current_design ceil

set clk_period 4.0
set clk_io_pct 0.2

create_clock -name clk0 -period $clk_period

set non_clock_inputs [all_inputs -no_clocks]
set_input_delay [expr $clk_period * $clk_io_pct] -clock clk0 $non_clock_inputs
set_output_delay [expr $clk_period * $clk_io_pct] -clock clk0 [all_outputs]
==> results.py <==
# Generated from Yosys and OpenROAD reports
metrics = {
    "run_status": {
        "status": "finished clean",
    },
    "global_route": {
        "grt-ovfl-total": 0,
        "grt_pass1_wl_mm": 3.02,
        "grt_usage_pct": 5.63,
        "grt_pass1_vias": 670,
        "grt_max_degree": 8,
        "antenna_found_initial": 0,
    },
    "worst_hold_path": {
        "hold_path_class": "input pin to output port",
        "min_path_cells": 3,
    },
    "yosys": {
        "top_logic_kind": "buffers and inverters",
        "ys_warn_count": 1,
        "topCellsByArea": "buf_4, nor4_2, xnor2_1",
        "simple_gate_share_pct": 28.8,
        "synth-xor-area-share_pct": 13.6,
        "yosys.area.top_type_share_pct": 41.6,
        "fa_ha_area_share_pct": 2.16,
        "yosys_area_um2": 578,
        "syn_inst": 70,
        "yosys.area_share.aoi_pct": 11.3,
        "netlist_area_um2": 578,
        "largest_area_cell": "buf_4",
        "postSynthAreaPerCell_um2": 8.26,
        "synth_cell_types": 19,
        "ys_cells": 70,
        "mux_share_pct": 1.95,
        "postSynthSeqShare_pct": 0,
    },
    "sta": {
        "finalSetupTns_ns": 0,
        "setup_viol": 0,
        "hold_slack_ns": 2.63,
        "fmax_mhz": 282,
        "rsz0062_at_grt": "false",
        "final-max-slew-violation-count": 0,
        "setup_slack_ns": 0.454,
        "hold_viol": 0,
        "period_minus_slack_ns": 3.55,
        "fin_crit_sh_pct": 88.7,
    },
    "worst_setup_path": {
        "cp.required_ns": 3.20,
        "endpoint_kind": "output port",
        "slowest_stage": "clkdlybuf4s50_1",
        "crit_arrival_ns": 2.75,
        "worst-path-buf-inv": 2,
        "path_delay_family": "buffers and inverters",
        "cp_slowest_stage_delay_ns": 0.41,
        "cp-start-kind": "input pin",
        "worstPathMaxFanout": 7,
        "crit_top_cell": "clkdlybuf4s50_1",
        "crit_type": "input pin to output port",
        "worstSetupPathDepth": 6,
        "path_cells": "clkdlybuf4s50_1 -> nor4_2 -> nand4_2 -> nor2_2 -> mux2_1 -> clkdlybuf4s50_1",
    },
    "floorplanning": {
        "fp.dieH_um": 80,
        "fp.dieArea_um2": 6400,
        "core.rowCount": 21,
        "initCoreUtil_pct": 16.9,
        "coreArea_um2": 3420,
        "ios": 81,
        "die_w_um": 80,
    },
    "power": {
        "power_leakage_nw": 0.380,
        "ir_worst_vdd_mv": 0.0157,
        "power_density_nw_per_um2": 73.7,
    },
    "flow_run": {
        "warnings": 32,
        "cap_violations": 0,
    },
    "clock_network": {
        "cts_setup_buffers": 0,
        "holdBufCountCts": 0,
        "ctsResizeCount": 0,
    },
    "route": {
        "postRouteAntennaNets": 0,
        "first_pass_iters": 2,
        "diodes": 0,
        "vias": 582,
        "wire_per_inst_um": 12.8,
        "avgViaCountPerCell": 3.55,
        "drc": 0,
        "drtIter0Drc": 19,
        "wirelength_mm": 2.11,
    },
    "final_layout": {
        "area_growth_pct": 73.4,
        "flop_area_um2": 0,
        "seq_cells": 0,
        "clock_buffers": 0,
        "nFillCells": 369,
        "layout-drive-gt1-share_pct": 9.32,
    },
    "placement": {
        "post-place-ws_ns": 0.413,
        "post-dp-hpwl_mm": 2.00,
        "place_congestion": 0.824,
        "port_buffers": 49,
    },
}
==> tightest hold or removal path: cells and delay by family <==
family / cells / cell delay [ns]
xor gates and xnor gates: 1 / 0.10
buffers and inverters: 2 / 0.93
==> routing by layer <==
layer / vias up / part of all wire, % / global-route usage [%]
li1: 291 / - / -
met5: - / 0 / 0
met4: 0 / 0 / 0
met1: 252 / 41 / 6.72
met2: 39 / 49 / 10.0
met3: 0 / 10 / 1.93
==> stage by stage <==
step	cells	instance area [µm²]	total power [mW]	utilization (%)
after floorplan	101	694	0.0343	-
after global placement	164	1000	0.0757	29.3
after detailed placement	164	1000	0.0759	29.3
after CTS	164	1000	0.0762	29.3
after global routing	164	1000	0.0816	29.3
final	164	1000	0.0739	29.3
==> layout by cell type, fill, tap and decap left out <==
cell type,instances
clkdlybuf4s50_1,49
conb_1,32
nor4_2,8
xnor2_1,7
o2111ai_1,4
nand4_2,2
and3_1,2
o21ai_1,2
xor2_1,2
nor2_2,1
mux2_1,1
nor3b_1,1
a31oi_1,1
a2111oi_0,1
nand4_1,1
nor2_1,1
o21ai_0,1
nor3_1,1
ha_1,1
==> power by group <==
group / switching (mW) / leakage (nW) / internal (mW)
Sequential: 0 / 0 / 0
Clock: 0 / 0 / 0
Combinational: 0.0214 / 0.380 / 0.0525
Total: 0.0214 / 0.380 / 0.0525
==> synth_stat cells (2+ instances only) <==
library cell and number:
buf_4 32, o21ai_1 2, nand4_2 2, xor2_1 2
and3_1 2, nor4_2 8, o2111ai_1 4, xnor2_1 7
==> area by class of cell <==
| class | count | area (µm²) | share of cell area (%) |
|---|---|---|---|
| Timing Repair Buffer | 49 | 490 | 48.9 |
| Multi-Input combinational cell | 69 | 454 | 45.3 |
| Tap cell | 46 | 57.6 | 5.74 |
==> path summary, 6_finish.rpt <==
check	start	end	slack, ns
setup / recovery	A[17]	ceilout[33]	0.45
hold / removal	A[39]	ceilout[39]	2.63
==> cell families after synthesis <==
kind of cell,Yosys count
other,1
XOR/XNOR,9
buffers and inverters,32
adder cells (fa/ha/maj),1
AND/OR/NAND/NOR,17
multiplexers,1
AND-OR/OR-AND,9
Power and IR drop assume default switching activity.
