<file path="design/flow/config.mk">
export PLATFORM = sky130hd
export DESIGN_NAME = FPadder
export DESIGN_NICKNAME = FPadder
export VERILOG_FILES = /design/flow/design.v
export SDC_FILE = /design/flow/constraint.sdc
export NUM_CORES = 4
export LEC_CHECK = 1
export CORE_AREA = 10 10 83 83
export DIE_AREA = 0 0 93 93
</file>
<file path="design/flow/design.v">
`timescale 1ns / 1ns
module FPadder 
#(parameter  WI1 = 8,              
             WF1 = 10,           
             WI2 = 8,              
             WF2 = 10,           
             WIO = 9,             
             WFO = 10             
            )
   (
    input signed [WI1+WF1-1 : 0] A,              
    input signed [WI2+WF2-1 : 0] B,              
    output overflow,                             
    output signed  [WIO+WFO-1 : 0] out           
    );
parameter  bigger_int = ((WI1>=WI2))?WI1:WI2;    
parameter bigger_Frac = ((WF1>=WF2))?WF1:WF2;    
wire   [bigger_int+bigger_Frac : 0] tempout;     
reg sign;  
reg    [(WI1+WF1-1):WF1] A_I;                                
reg    [(WF1-1):0] A_F;                                      
reg    [(WI2+WF2-1):WF2] B_I;                                
reg    [(WF2-1):0] B_F;                                      
reg    [(bigger_int+bigger_Frac-1):bigger_Frac] tempA_I;   
reg    [(bigger_Frac-1):0] tempA_F;                        
reg    [(bigger_int+bigger_Frac-1):bigger_Frac] tempB_I;   
reg    [(bigger_Frac-1):0] tempB_F;                        
reg   [bigger_int+bigger_Frac-1 : 0] tempA;                
reg   [bigger_int+bigger_Frac-1 : 0] tempB;                
reg    [WIO-1 : 0] outI;                                   
reg    [WFO-1 : 0] outF;                                   
reg    [(bigger_int+bigger_Frac):WIO+bigger_Frac] checkbits;     
reg  [(bigger_int+bigger_Frac):WIO+bigger_Frac] threshold;       
reg overflowT;                                                   
always @* begin
  A_I = A[(WI1+WF1-1):WF1];
  A_F = A[(WF1-1):0];
  B_I = B[(WI2+WF2-1):WF2];
  B_F = B[(WF2-1):0];
end
always @* begin
  if (WI1 > WI2) begin                                  
    tempB_I = {{(WI1-WI2){B_I[WI2+WF2-1]}},B_I};
    tempA_I = A_I;
  end
  else begin
    tempA_I = {{(WI2-WI1){A_I[WI2+WF2-1]}},A_I};
    tempB_I = B_I;
  end
end
always @* begin
  if (WF1 > WF2) begin
    tempB_F = {B_F,{(WF1-WF2){1'b0}}};
    tempA_F = A_F;
  end
  else begin
    tempA_F = {A_F,{(WF2-WF1){1'b0}}};
    tempB_F = B_F;
  end
 end  
 always @* begin
 tempA = {tempA_I,tempA_F};
 tempB = {tempB_I,tempB_F};
 end
assign tempout = tempA + tempB;
always @ * begin
if ((A[WI1+WF1-1] == B[WI2+WF2-1]))
 sign = tempout[bigger_int+bigger_Frac];
else
 sign = 0;
end
always @* begin
  if (WFO >= bigger_Frac)begin
    outF = {tempout[bigger_Frac-1:0],{(WFO-bigger_Frac){1'b0}}};
  end
  else begin
    outF = tempout[(bigger_Frac-1):(bigger_Frac-WFO)];
  end
end
assign overflow = (~tempA[bigger_int+bigger_Frac-1] & ~tempB[bigger_int+bigger_Frac-1] & tempout[bigger_int+bigger_Frac] |
                  tempA[bigger_int+bigger_Frac-1] & tempB[bigger_int+bigger_Frac-1] & ~tempout[bigger_int+bigger_Frac] | overflowT);
always @* begin
  if (WIO >= (bigger_int)+1)begin
    outI = {{(WIO-bigger_int){sign}},tempout[(bigger_int+bigger_Frac-1):bigger_Frac]};
    overflowT = 1'b0;
    checkbits = 0;
    threshold = 0;
  end
  else begin
    if (WIO == 1)begin
      outI = sign;
      checkbits = tempout[(bigger_int+bigger_Frac-1):bigger_Frac];
      threshold = {((bigger_int+1)-WIO){tempout[bigger_int+bigger_Frac]}};
      overflowT = 1'b0;
      if (checkbits == threshold)
      overflowT = 1'b0;
      else
      overflowT = 1'b1;
    end  
    else begin
      outI = {sign,tempout[(WIO>=2)?(WIO-2+bigger_Frac):bigger_Frac:bigger_Frac]};
       checkbits = tempout[(bigger_int+bigger_Frac-1):bigger_Frac];
      threshold = {((bigger_int+1)-WIO){tempout[bigger_int+bigger_Frac]}};
      overflowT = 1'b0;
      if (checkbits == threshold)
      overflowT = 1'b0;
      else
      overflowT = 1'b1;
    end
  end
end
assign out ={outI,outF};
endmodule
</file>
<file path="design/flow/run.sh">
#!/bin/bash
# OpenROAD 26Q1-2900-gdf79404cd8, Yosys 0.63+post, stock flow scripts
make -C /OpenROAD-flow-scripts/flow DESIGN_CONFIG=/design/flow/config.mk WORK_HOME=/design/flow/orfs finish
</file>
<file path="design/flow/constraint.sdc">
current_design FPadder

set clk_period 9.6
set clk_io_pct 0.2

create_clock -name clk0 -period $clk_period

set non_clock_inputs [all_inputs -no_clocks]
set_input_delay [expr $clk_period * $clk_io_pct] -clock clk0 $non_clock_inputs
set_output_delay [expr $clk_period * $clk_io_pct] -clock clk0 [all_outputs]
</file>
==> results_tabular.tex <==
% Table of physical implementation metrics
\begin{tabular}{lr}
\hline
Metric & Value \\
\hline
\multicolumn{2}{l}{\textbf{Final timing}} \\
RSZ-0062 raised after global routing & false \\
Final worst path period share & 0.671 \\
Transition time at the pin with the least slew margin & $\sim$0.54 ns \\
Final Hold Vio Count & 0 \\
Final worst path period need & roughly 6.4 ns \\
Setup-violating endpoint count in the final report & 0 \\
Final Slew Violations & 0 \\
Relative slew slack & 0.643 \\
Peak clock frequency supported by timing & $\sim$160 MHz \\
Setup TNS & 0 ns \\
\multicolumn{2}{l}{\textbf{CTS}} \\
Post-CTS sizing & 0 \\
Setup repair bufs after CTS & 0 \\
Number of hold-repair buffers added at the cts stage & 0 \\
\multicolumn{2}{l}{\textbf{Final layout}} \\
Clock buffer count & 0 \\
Commonest non-fill, non-tap cells in the layout & 56 x clkdlybuf4s50\_1, 19 x ha\_1, 15 x a21oi\_1 \\
Synthesis-to-layout area growth & 58.1\% \\
Most common cell after layout, fill and taps aside & clkdlybuf4s50\_1 \\
Final core area utilization & 0.329 \\
Fraction of final layout cells sized beyond drive strength 1 & 0.0521 \\
Flop count & 0 \\
Flop area & 0 um\^{}2 \\
\multicolumn{2}{l}{\textbf{Detailed routing}} \\
Number of remaining DRC errors & 0 \\
Vias per cell & 4.51 \\
Total routed wirelength & about 3300 um \\
Uppermost signal routing layer after detailed routing & met4 \\
Number of vias in the routed layout & 1,181 \\
Routed length on met2 & 1550 um \\
Met1 layer wirelength in the final routing & 1630 um \\
Average wire per cell in the routed design & around 13 um \\
Remaining number of nets flagged by the antenna check after routing & 0 \\
Initial drt markers & 38 \\
Count of inserted antenna diode cells & 0 \\
TritonRoute pass-1 iters & 4 \\
WL met3 & 121 um \\
\multicolumn{2}{l}{\textbf{Yosys}} \\
Syn. warnings & 1 \\
Post-Synth AOI/OAI Area & 0.365 \\
Synthesized instance count & 141 \\
\# Cells Yosys & approximately 140 \\
Average cell area after synthesis & 7.59 um\^{}2 \\
Adder and majority cell fraction of the synthesized area & 0.241 \\
Dominant cell type by area after synthesis & ha\_1 \\
Area of the mapped netlist & 1070 um\^{}2 \\
Main logic family after synthesis & AND-OR/OR-AND gates \\
Fraction of the yosys area taken by sequential cells & 0 \\
Cell area leaders & ha\_1 22\%, a21oi\_1 7.0\%, xnor2\_1 5.7\%, nand2\_1 4.6\%, inv\_1 3.5\% \\
Area share of the largest cell type after synthesis & 0.222 \\
Area reported by Yosys stat & 1070 um\^{}2 \\
Synth cell types & 46 \\
Mux frac, synth & 0.0187 \\
Simple-gate area share of the yosys netlist & 0.226 \\
Xor/xnor share of the synthesized area & 0.0901 \\
\multicolumn{2}{l}{\textbf{Power and ir drop}} \\
Combinational fraction of design power & 1.000 \\
Portion of total power attributed to the clock network & 0 \\
P\_leak & 0.681 nW \\
Part of the power in registers & 0 \\
Total power per unit cell area & 67.4 nW/um\^{}2 \\
Net switching power of the design & 0.0451 mW \\
Total power consumption of the routed design & 0.114 mW \\
Internal power component & 0.0689 mW \\
Worst vdd rail ir drop & 0.0326 mV \\
Fraction of power spent switching nets & 0.396 \\
\multicolumn{2}{l}{\textbf{Global routing}} \\
Wire length of the first global-routing pass & roughly 5800 um \\
Via count of the first global-routing pass & between 1,000 and 1,500 \\
Global-route usage over all layers & 0.0787 \\
Largest net degree at the start of global routing & 13 \\
Leftover overflow at the end of global routing & 0 \\
Antenna violations before repair & 0 \\
\multicolumn{2}{l}{\textbf{Run}} \\
Max-cap violations & 0 \\
Count of tool warnings & 33 \\
\multicolumn{2}{l}{\textbf{Floorplan}} \\
FP Rows & 26 \\
Area of the core & 5140 um\^{}2 \\
Horizontal die dimension & 93 um \\
Init Core Util & 0.208 \\
DIE HEIGHT & 93 um \\
I/O pins & 56 \\
Area of the chip & 8650 um\^{}2 \\
\multicolumn{2}{l}{\textbf{Status}} \\
Status & finished, final reports clean \\
\multicolumn{2}{l}{\textbf{Min path}} \\
Min-Delay Endpoint & out[0] \\
Min-delay src & B[0] \\
Hold Path Class & in -> out \\
Number of cells traversed by the worst hold path & 3 \\
\multicolumn{2}{l}{\textbf{Placement}} \\
Number of I/O port buffers & 56 \\
HPWL after DPL & 2920 um \\
Placer congestion estimate & 0.778 \\
\multicolumn{2}{l}{\textbf{Critical path}} \\
CP startpoint kind & input port \\
Highest net fanout along the worst path & 4 \\
Critical path start-end classification & in -> out \\
WP data required & 7.68 ns \\
Data arrival time of the worst path & about 4.5 ns \\
Capturing element type of the critical path & output pin \\
\hline
\end{tabular}
==> worst max-delay path by stage <==
stage         slack [ns]  startpoint       to
global route        2.93        B[0]  out[12]
CTS                 3.13        A[0]  out[16]
finish              3.16        A[0]  out[12]
==> logic make-up (layout without fill, tap and decap cells) <==
logic type,after synthesis,after routing
compound gates,51,51
xor+xnor,11,11
fa+ha+maj,20,20
buf+inv,15,66
mux,2,2
simple gates,42,42
==> Yosys cell counts, types with 2 or more instances <==
cell,number
a21o_1,4
o31ai_1,2
nand4_1,3
a211oi_1,2
nor3_1,3
mux2i_1,2
xnor2_1,7
a21oi_1,15
nand2_1,13
nor3b_1,3
o31a_1,3
ha_1,19
a31oi_1,2
nor2b_1,2
inv_1,10
o21ai_0,4
and3_1,2
buf_2,3
o211ai_1,2
and4_1,2
nor2_1,7
o21a_1,4
xor2_1,4
==> through the flow <==
stage          worst slack, ns  area (um^2)  hold slack [ns]  std cells
2_1_floorplan             4.31         1070             3.91        141
6_report                  3.16         1690             4.87        262
3_3_place_gp              3.17         1690             4.88        262
5_1_grt                   2.93         1690             4.92        262
4_1_cts                   3.13         1690             4.88        262
3_5_place_dp              3.13         1690             4.87        262
==> power groups by stage <==
stage | logic, mW | clock network (mW) | registers (mW)
after CTS | 0.117 | 0 | 0
after global routing | 0.129 | 0 | 0
final | 0.114 | 0 | 0
==> worst max-delay path: stages <==
cell	delay [ns]
clkdlybuf4s50_1	0.46
ha_1	0.16
inv_1	0.05
fa_1	0.40
nor2b_1	0.16
o31a_1	0.29
o21ai_2	0.13
o31ai_1	0.28
xor2_1	0.17
clkdlybuf4s50_1	0.49
==> routing by layer <==
layer	up-vias	GRT usage
li1	642	-
met1	509	0.109
met3	2	0.00889
met5	-	0
met4	0	0.00514
met2	28	0.134
==> cell type report <==
class / count / area, um^2
fillers: 576 / 3450
multi-input cells: 126 / 1010
repair buffers: 56 / 561
well taps: 70 / 87.6
inverters: 10 / 37.5
Power and IR drop assume default switching activity.
